[flow/run.sh]
#!/bin/bash
# OpenROAD 26Q1-2900-gdf79404cd8, Yosys 0.63+post, stock flow scripts
make -C /OpenROAD-flow-scripts/flow DESIGN_CONFIG=/design/flow/config.mk WORK_HOME=/design/flow/orfs finish
[flow/config.mk]
export PLATFORM = sky130hd
export DESIGN_NAME = fifo_buffer
export DESIGN_NICKNAME = fifo_buffer
export VERILOG_FILES = /design/flow/design.v
export SDC_FILE = /design/flow/constraint.sdc
export NUM_CORES = 4
export LEC_CHECK = 1
export CORE_UTILIZATION = 30
[flow/constraint.sdc]
current_design fifo_buffer

set clk_period 6.2
set clk_io_pct 0.2

create_clock -name clk0 -period $clk_period [get_ports {clk}]

set non_clock_inputs [all_inputs -no_clocks]
set_input_delay [expr $clk_period * $clk_io_pct] -clock clk0 $non_clock_inputs
set_output_delay [expr $clk_period * $clk_io_pct] -clock clk0 [all_outputs]
[flow/design.v]
module fifo_buffer #(
    parameter N=2,  
    parameter M=3, 
    localparam   WIDTH = 15+N, 
    localparam DEPTH = (2*N)*M
) (
    input clk,
    input rst,
    input wr_en,          
    input rd_en,          
    input [WIDTH-1:0] din,
    output reg [WIDTH-1:0] dout,
    output reg empty,
    output reg full
);
    reg [WIDTH-1:0] mem [DEPTH-1:0];
    reg [$clog2(DEPTH):0] rd_ptr = 0;
    reg [$clog2(DEPTH):0] wr_ptr = 0;
    reg [DEPTH-1:0] count = 0;
    always @(posedge clk or negedge rst) begin
        if (!rst) begin
            rd_ptr <= 0;
            wr_ptr <= 0;
            count <= 0;
            empty <= 1;
            full <= 0;
        end else begin
            if (wr_en && !full) begin
                mem[wr_ptr] <= din;
                wr_ptr <= wr_ptr + 1;
                count <= count + 1;
            end
            if (rd_en && !empty) begin
                dout <= mem[rd_ptr];
                rd_ptr <= rd_ptr + 1;
                count <= count - 1;
            end
            empty <= (count == 0);
            full  <= (count == DEPTH);
        end
    end
endmodule
==> out/metrics.cfg <==
[power]
power_frac_comb=0.290
p_sw_w=0.00164
pwr-share-clk=0.295
seqPwrFrac=0.415
leakage_nw=3.69
p_int_w=0.00350
powerDensity_nw_per_um2=455
switching_share=0.319
peakVddDrop_v=0.000223

[global_route]
grt_pass1_wl_um=34000
grt_pass1_vias=5752
grt_start_max_net_pins=56
antenna_found_initial=0
grt_usage=0.144
grt_remaining_overflow=0

[timing]
rsz0062_at_grt=false
drv_slew=0
skew_ps=15.0
setup_violations=0
post-route-period-util=0.477
totalNegativeSetupSlack_ps=0
worst_slew_pin_slew_ps=868
slew_headroom=0.421
finalHoldViolCount=0
hold_slack_ps=473
fmaxAchievable_mhz=338
period_minus_slack_ps=2960

[finish]
syn_to_final_growth_pct=16.3
final_layout_size_suffix_gt1_frac=0.121
layout_top_cells=221 x edfxtp_1, 39 x clkdlybuf4s50_1, 38 x nand2_1
fin_cells=1070
lay_top_count=edfxtp_1

[routing]
route.detailed.drc=0
wirelength_um=21700
drtAntennaViolNets=0
via_count=5468
firstDrtPassIters=5
drtIter0Drc=404
post_drt_wl_per_cell_um=20.3
antennaDiodeCount=0
viasPerCell=5.11

[floorplan]
dieArea_um2=33100
io_pins=40
rows=65
core_um2=31700
die_h_um=182
die_w_um=182
fp_util=0.306

[run]
warnings=31
max_cap_violations=0

[hold_path]
worst_hold_startpoint=rd_ptr[3]
hold_class=register to register

[synthesis]
yosysWarnings=2
syn-cell-area_um2=9720
flop_cell=edfxtp_1
numSynthFlops=243
synth_seq_share=0.739
postSynth.asyncResetShare=0.0905
ys_cells=603
yosys_area_um2=9720
edf_count=221
yosysUniqueCellTypes=59
synth_cells=603
avgSynthCellArea_um2=16.1

[clock_network]
cts_hold_buf=0
clock_path_buffers=3
clk_pin_slew_ps=50
cts-root-buf=clkbuf_16
h-tree-depth=1
post_cts.repair.setup_buffers=0
clock_latency_ps=530
cts_resized=0
cts_buffers=26
cts_num_sinks=243
cts_tree=done

[critical_path]
path_max_fanout=17
worstReg2RegStart=rd_ptr[0]
crit_path_end_kind=register
arrival_ps=3100
critPathKind=input port to register
r2r_slack_ps=3550
critPathLaunchType=input port
startpoint=wr_en
crit_required_ps=6350

[run_status]
outcome=completed

[placed_design]
gp_congestion=0.842
dp_cells=1024
hpwl_um=12900
port_buffers=39

final timing paths:
check / to / depth (start not counted)
max: mem[0][5] / 6
min: rd_ptr[3] / 1
max reg2reg: dout[7] / 8
min reg2reg: rd_ptr[3] / 1
max in group asynchronous: empty / 2
min in group asynchronous: count[2] / 2
metal layers:
metal / track usage / share of wire / vias to the layer above
met5: 0 / 0 / -
met3: 0.0658 / 0.10 / 34
li1: - / - / 2500
met1: 0.186 / 0.38 / 2675
met4: 0.0279 / 0.024 / 0
met2: 0.231 / 0.49 / 259
worst max-delay path: stages:
cell	delay, ps
clkdlybuf4s50_1	450
nor2b_1	140
buf_4	200
nand2_1	110
nor3_1	220
and2_1	740
power groups by stage:
stage / sequential (W) / combinational (W) / clock, W
global route: 0.00216 / 0.00166 / 0.00161
CTS: 0.00214 / 0.00152 / 0.00154
finish: 0.00214 / 0.00149 / 0.00152
synthesized netlist by cell type (all sizes together) (13+ instances only):
master | n | share of area
o21ai | 22 | 0.011
edfxtp | 221 | 0.68
dfrtp | 21 | 0.054
a21oi | 32 | 0.017
a222oi | 13 | 0.013
xnor2 | 13 | 0.012
nor2 | 20 | 0.0077
a22o | 13 | 0.012
a221oi | 15 | 0.014
clkbuf | 14 | 0.014
a22oi | 26 | 0.020
buf | 26 | 0.017
nand2 | 38 | 0.015
per-stage QoR:
step                      instance area [um^2]  worst slack [ps]  power, W  utilization
after detailed placement                 10500              2700   0.00368        0.330
after global placement                   10500              2730   0.00368        0.330
after global routing                     11300              3070   0.00543        0.357
after CTS                                11300              3240   0.00520        0.357
after floorplan                           9720              3190   0.00324            -
final                                    11300              3240   0.00515        0.357
cell type report:
cell class	count	area [um^2]
fill	2927	20400
sequential	243	7190
multi-input combinational	315	2220
clock buffer	34	702
timing repair buffer	59	541
tap	402	503
clock inverter	12	134
inverter	5	18.8
logic make-up (layout without fill, tap and decap cells):
logic type               Yosys count  after routing  share of synthesized area
AND-OR/OR-AND                    157            157                      0.118
adder cells (fa/ha/maj)            9              9                     0.0116
flip-flops                       243            243                      0.739
XOR/XNOR                          17             17                     0.0153
multiplexers                      13             13                     0.0139
AND/OR/NAND/NOR                  119            119                     0.0685
buffers and inverters             45            110                     0.0330
registers in the layout, summed over array words and instances, names as in the netlist:
signal / cells
mem: 204
dout: 17
full: 1
rd_ptr: 4
empty: 1
count: 12
wr_ptr: 4
Power and IR drop assume default switching activity.
